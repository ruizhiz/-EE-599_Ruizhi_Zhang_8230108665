### flow/design.v
module and_q_k_URAM #(parameter INDEX_WIDTH = 12) (input k, input [INDEX_WIDTH-1:0] q, output [INDEX_WIDTH-1:0] out_and);
	wire [INDEX_WIDTH-1:0] k_12;
	assign k_12 = {INDEX_WIDTH{k}};
	assign out_and = q & k_12;
endmodule
module hash_function_URAM #(parameter KEY_WIDTH = 32, parameter INDEX_WIDTH = 12, parameter VALUE_WIDTH = 31)(input clk, input reset, input [KEY_WIDTH-1:0] key, input [VALUE_WIDTH-1:0] value_in, input en_in, input [1:0] opt_in,
 output en_out, output [INDEX_WIDTH-1:0] index, output [VALUE_WIDTH-1:0] value_out, output [1:0] opt_out, output [KEY_WIDTH-1:0] key_out);
	reg [INDEX_WIDTH-1:0] hash_index;
	reg [VALUE_WIDTH-1:0] value_reg;
	reg en_reg;
	reg [1:0] opt_reg;
	reg [KEY_WIDTH-1:0] key_reg;
	assign value_out = value_reg;
	assign en_out = en_reg;
	assign index = hash_index;
	assign opt_out = opt_reg;
	assign key_out = key_reg;
	wire [INDEX_WIDTH*KEY_WIDTH - 1:0] hash_q_out;
	wire [INDEX_WIDTH-1:0] stage_out [KEY_WIDTH:0];
	hash_q_URAM #(KEY_WIDTH, INDEX_WIDTH)  u_hash_q (hash_q_out);
	assign stage_out[0] = 0;
	genvar i;
	generate 
		for(i = 0; i < KEY_WIDTH; i = i + 1) begin
			stage_URAM #(INDEX_WIDTH) u_stage_0 (key[i], hash_q_out[INDEX_WIDTH*i+:INDEX_WIDTH], stage_out[i], stage_out[i+1]);
		end
	endgenerate 
	always @(posedge clk) begin
		if(reset) begin
			en_reg <= 0;
			opt_reg <= 0;
			value_reg <= 0;
			hash_index <= 0;
			key_reg <= 0;
		end
		else begin
			en_reg <= en_in;
			opt_reg <= opt_in;
			value_reg <= value_in;
			hash_index <= stage_out[KEY_WIDTH];
			key_reg <= key;
		end
	end
endmodule
module hash_q_URAM #(parameter KEY_WIDTH = 32, parameter INDEX_WIDTH = 12) (output [INDEX_WIDTH*KEY_WIDTH - 1:0] hash_q_out);
	wire [20-1:0] hash [63:0];
	assign  hash[0]  = 20'b00001010010000100011;
	assign	hash[1]  = 20'b00101111101110000100;
	assign	hash[2]  = 20'b10111000010101101100;
	assign	hash[3]  = 20'b00110101101010101110;
	assign	hash[4]  = 20'b01010100101110010000;
	assign	hash[5]  = 20'b10010010010111110001;
	assign	hash[6]  = 20'b10111100010110111011;
	assign	hash[7]  = 20'b10111010010111101011;
	assign	hash[8]  = 20'b11101100111010100110;
	assign	hash[9]  = 20'b10110110110100111100;
	assign	hash[10] = 20'b10100001110100001100;
	assign	hash[11] = 20'b11001111100010011001;
	assign	hash[12] = 20'b01001001000001011110;
	assign	hash[13] = 20'b00000011010100011100;
	assign	hash[14] = 20'b01000001100110110111;
	assign	hash[15] = 20'b01010001110011011110;
	assign	hash[16] = 20'b01101100110100010010;
	assign  hash[17] = 20'b11010011010111001000;
	assign	hash[18] = 20'b00010000111010111011;
	assign	hash[19] = 20'b10100010111010100110;
	assign	hash[20] = 20'b00000111110100000011;
	assign	hash[21] = 20'b10010110101001111101;
	assign	hash[22] = 20'b01000010011000111000;
	assign	hash[23] = 20'b11001001011000011111;
	assign	hash[24] = 20'b10010111011011010100;
	assign	hash[25] = 20'b11110010111111111100;
	assign	hash[26] = 20'b11100101101111110101;
	assign	hash[27] = 20'b10010001011000111011;
	assign	hash[28] = 20'b10000100111000001101;
	assign	hash[29] = 20'b11100010011100001010;
	assign	hash[30] = 20'b00000111001111011011;
	assign	hash[31] = 20'b10101011101100110010;
	assign  hash[32] = 20'b01001000000110011010;
	assign	hash[33] = 20'b11010100001011101110;
	assign	hash[34] = 20'b11010000000001111000;
	assign	hash[35] = 20'b11001101100011111101;
	assign	hash[36] = 20'b10000100101001001001;
	assign	hash[37] = 20'b11001100101111110110;
	assign	hash[38] = 20'b10100111100101111101;
	assign	hash[39] = 20'b11010010010111011100;
	assign	hash[40] = 20'b00101011010101001111;
	assign	hash[41] = 20'b10000101000111110010;
	assign	hash[42] = 20'b01010001001001000000;
	assign	hash[43] = 20'b11011001100011010000;
	assign	hash[44] = 20'b10011010111011000100;
	assign	hash[45] = 20'b10001100001010110111;
	assign	hash[46] = 20'b00001100100000111011;
	assign	hash[47] = 20'b01101000010000100010;
	assign	hash[48] = 20'b10111101100000100010;
	assign 	hash[49] = 20'b01100100010010011101;
	assign	hash[50] = 20'b10111000010110001011;
	assign	hash[51] = 20'b10000111111111011010;
	assign	hash[52] = 20'b00101100001011001010;
	assign	hash[53] = 20'b10100110010100000010;
	assign	hash[54] = 20'b11101110011101110010;
	assign	hash[55] = 20'b11100111010001001001;
	assign	hash[56] = 20'b01001011001010000000;
	assign	hash[57] = 20'b00011111101011000101;
	assign	hash[58] = 20'b00100110010011010101;
	assign	hash[59] = 20'b11111010010010000000;
	assign	hash[60] = 20'b01101100101111101010;
	assign	hash[61] = 20'b11110010010011001100;
	assign	hash[62] = 20'b11010100110010111111;
	assign	hash[63] = 20'b00011001110011010110;
	genvar i;
	generate 
	for( i = 0; i < KEY_WIDTH; i = i + 1) begin
		assign hash_q_out[INDEX_WIDTH*i+:INDEX_WIDTH] = hash[i][INDEX_WIDTH-1:0];
	end
	endgenerate
endmodule
module stage_URAM #(parameter INDEX_WIDTH = 12) (input k, input [INDEX_WIDTH-1:0] q, input [INDEX_WIDTH-1:0] pre, output [INDEX_WIDTH-1:0] out);
	wire [INDEX_WIDTH-1:0] out_and;
	and_q_k_URAM #(INDEX_WIDTH)  u_and (k, q, out_and);
	xor_ab_URAM #(INDEX_WIDTH) u_xor (pre, out_and, out);
endmodule 
module xor_ab_URAM #(parameter INDEX_WIDTH = 12) (input [INDEX_WIDTH-1:0] a, input [INDEX_WIDTH-1:0] b, output [INDEX_WIDTH-1:0] out_or);
	assign out_or = a^b;
endmodule
### flow/run.sh
#!/bin/bash
# OpenROAD 26Q1-2900-gdf79404cd8, Yosys 0.63+post, stock flow scripts
make -C /OpenROAD-flow-scripts/flow DESIGN_CONFIG=/design/flow/config.mk WORK_HOME=/design/flow/orfs finish
### flow/config.mk
export PLATFORM = sky130hd
export DESIGN_NAME = hash_function_URAM
export DESIGN_NICKNAME = hash_function_URAM
export VERILOG_FILES = /design/flow/design.v
export SDC_FILE = /design/flow/constraint.sdc
export NUM_CORES = 4
export LEC_CHECK = 1
export CORE_UTILIZATION = 40
### flow/constraint.sdc
current_design hash_function_URAM

set clk_period 2.8
set clk_io_pct 0.2

create_clock -name clk0 -period $clk_period [get_ports {clk}]

set non_clock_inputs [all_inputs -no_clocks]
set_input_delay [expr $clk_period * $clk_io_pct] -clock clk0 $non_clock_inputs
set_output_delay [expr $clk_period * $clk_io_pct] -clock clk0 [all_outputs]
==> reports/results.ini <==
[status]
status = finished clean

[clock_network]
numCtsBuffers = 9
post_cts_resized = 0
clockBufferDepth = 2
cts_tree = done
clock-sinks = 78
hold_buffers = 0
cts_setup_buffers = 0
cts-root-buf = clkbuf_8
path_clk_slew_ns = 0.09
h-tree-depth = 3

[min_path]
min_path_type = input pin to register
hold_depth = 3

[grt]
grt_use_total_pct = 19.2
grt_pass1_wl_um = 11500
grt_overflow_total = 0
grt_start_max_net_pins = 79
antenna_found_initial = 0
first_global_vias = 2200

[yosys]
yosys-top-cells-area = dfxtp_1 (51%), xnor2_1 (16%), nor2b_1 (13%)
top_area_share_pct = 50.6
ys_seq_share_pct = 50.6
ys_top_cells_by_count = dfxtp_1 (78), nor2b_1 (65), xnor2_1 (55)
yosysUniqueCellTypes = 11
async_flop_share_pct = 0
syn_inst = 256
synthesis.area_um2 = 3080
flop_cell = dfxtp_1
ys_cells = 256
ys_seq_elements = 78
edf_count = 0
yosysTopAreaCell = dfxtp_1
yosysWarnings = 2
yosys_area_um2 = 3080
yosysMostFrequentCell = dfxtp_1
synth.avg_cell_area_um2 = 12.0

[detailed_routing]
wire_per_inst_um = 14.1
drtIter0Drc = 31
vias = 2142
antenna-diode-count = 0
remaining_drc_errors = 0
drt-met1-wl_um = 3280
drt-total-wl_um = 7200
first_pass_iters = 4
vias_per_cell = 4.20
ant_nets = 0
routed.top_layer = met4
met3WireLength_um = 414
wl_met2_um = 3440

[layout]
largest_reg_flops = 32
layout-drive-gt1-share_pct = 6.08
fin_cells = 510
synthToLayoutAreaGrowth_pct = 57.6

[sta]
tightestPinTransition_ns = 0.436
hold_viol = 0
tns_ns = 0
maxSlewViolCount = 0
fin_crit_ns = 2.22
post-route-period-util_pct = 79.3
fmax_mhz = 450
rsz0062_at_grt = false
slew_headroom_pct = 70.8
setup_viol = 0

[setup_path]
path_class = input pin to register
worstPathArrival_ns = 2.46
cpMostUsedCell = xnor3_2
cp_max_fo = 2
critPathSlowestCell = clkdlybuf4s50_1
critical_path_required_ns = 3.04
crit_path_start_kind = input pin
path_buffers = 1
cp_top_family = XOR/XNOR gates
cp_num_cells = 6
crit_chain = clkdlybuf4s50_1 -> xnor3_2 -> xnor3_2 -> xnor3_1 -> xor2_1 -> nor2_1
worstSetupEndpointType = register
cp_slowest_stage_delay_ns = 0.48

[placement]
gp_congestion = 0.839
port_buffers = 145
hpwl_um = 5370
placedCellCount = 494

[floorplan]
rows = 31
fp.dieW_um = 89.8
io_pins = 146
chipArea_um2 = 8060
coreArea_um2 = 7370
fp_util_pct = 41.8
die_y_um = 89.8

[pwr]
pwr-share-seq_pct = 41.2
power_frac_comb_pct = 31.3
p_switching_uw = 765
clkPwrFrac_pct = 27.5
p_sw_share_pct = 24.9
leakagePower_uw = 0.00193
peakVddDrop_v = 0.000433
power.internal_uw = 2310
powerDensity_nw_per_um2 = 633

[job]
openroad.warnings = 26
drv_cap = 0

kinds of logic after synthesis:
logic type	after synthesis	synth area share (%)
simple gates	78	14.9
xor+xnor	89	33.0
flops	78	50.6
buf+inv	11	1.38
worst paths after layout:
path,start,to,slack (ns)
worst max-delay path,key[17],hash_index[7],0.58
worst min-delay path,reset,value_reg[8],0.69
layout by cell type (no fill, tap or decap):
cell type,synthesis,layout
buf_12,0,1
buf_2,1,1
buf_4,0,4
bufinv_16,0,1
clkbuf_1,10,1
clkbuf_8,0,9
clkdlybuf4s50_1,0,144
clkinvlp_4,0,3
dfxtp_1,78,78
inv_6,0,2
nor2_1,12,12
nor2b_1,65,65
nor2b_2,1,1
xnor2_1,55,55
xnor3_1,13,13
xnor3_2,3,3
xor2_1,17,17
xor3_1,1,1
routing by layer:
metal,vias to the layer above,global-route usage (%)
met5,-,0
met4,0,2.19
met3,5,4.12
met2,85,31.9
met1,968,27.7
li1,1084,-
worst min-delay path, stage by stage:
cell and delay, ns:
buf_2 0.11, buf_12 0.20, nor2b_1 0.12
layout make-up:
class	instances	area, um^2
clock buffer	10	128
clock inverter	6	70.1
fill	584	2510
multi-input combinational	167	1480
sequential	78	1560
tap	99	124
timing repair buffer	150	1500
per-stage QoR:
step	area (um^2)	setup WS [ns]	util, %	hold WS (ns)	total power, uW
after floorplan	3080	0.673	-	0.688	1810
after global placement	4660	0.224	63.2	1.06	2270
after detailed placement	4660	0.216	63.2	1.06	2260
after CTS	4860	0.595	65.9	0.685	3120
after global routing	4860	0.473	65.9	0.699	3250
final	4860	0.579	65.9	0.689	3080
power by group through the flow:
stage	Sequential, uW	Combinational, uW	Clock [uW]
4_1_cts	1270	977	877
5_1_grt	1280	1050	920
6_report	1270	961	847
No activity file was given, so power comes from the tool's default toggle rates.
